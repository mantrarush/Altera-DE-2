<file path="flow/design.v">
module  eight ( input Reset, frame_clk, 
					input logic [15:0] keycode,
					input logic [9:0] up, down,
               output [9:0]  eightx, eighty,eights,xmotion,ymotion);
    logic [9:0] Ball_X_Pos, Ball_X_Motion, Ball_Y_Pos, Ball_Y_Motion, Ball_Size,Ball,Ball_btm_Y_pos,Ball_btm_X_pos;
    parameter [9:0] Ball_X_Center=320;   
    parameter [9:0] Ball_Y_Center=240;   
    parameter [9:0] Ball_X_Min=2;        
    parameter [9:0] Ball_X_Max=637;      
    parameter [9:0] Ball_Y_Min=2;        
    parameter [9:0] Ball_Y_Max=477;      
    parameter [9:0] Ball_X_Step=3;       
    parameter [9:0] Ball_Y_Step=3;       
	 parameter [9:0] gravity=0;
    parameter [9:0] Ball_Top_LeftX = 300;
	 parameter [9:0] Ball_Top_LeftY = 368;
	 parameter [9:0] Ball_Btm_RightX= 356;
	 parameter [9:0] Ball_Btm_RightY= 255;
  assign Ball_Size = 1;     
    logic [4:0] cnt;
	 parameter [2:0] max = 5;
    always_ff @ (posedge Reset or posedge frame_clk )
    begin: Move_Ball
       if (Reset)   
        begin 
            Ball_Y_Motion <= 10'd0;  
				Ball_X_Motion <= 10'd0;  
				Ball_Y_Pos <= Ball_Top_LeftY;
				Ball_X_Pos <= Ball_Top_LeftX;
				Ball_btm_Y_pos <= Ball_Btm_RightY;
				Ball_btm_X_pos <= Ball_Btm_RightX;
        end
        else 
        begin 
				 if ( (Ball_Y_Pos ) >= 369 ) begin  
					  Ball_X_Motion <= 10'b0;
					  Ball_Y_Motion <= -1;
					  Ball_Y_Pos <= 368;
					  Ball_X_Pos <= Ball_X_Pos;
					  end
				 else if ( Ball_Y_Pos  < Ball_Y_Min ) begin   
					  Ball_Y_Motion <= Ball_Y_Step;
					  Ball_X_Motion <= 10'b0;
					  end
				 else if ( (Ball_X_Pos + Ball_Size) >= Ball_X_Max ) begin  
					  Ball_X_Motion <= (~ (Ball_X_Step) + 1'b1);   
					  Ball_Y_Motion <= 10'b0;
					  end
				 else if ( (Ball_X_Pos - Ball_Size) <= Ball_X_Min ) begin  
					  Ball_X_Motion <= Ball_X_Step;
					  Ball_Y_Motion <= 10'b0;
					  end
			   else if(keycode ==  16'h0004 || keycode == 16'h0024 || keycode == 16'h0005 )
				begin														 
				 Ball_X_Motion <= ( ~(Ball_X_Step) + 1'b1); 
				 Ball_Y_Motion <= Ball_Y_Motion; 
				 end
				 else if(keycode ==  16'b0000000000001000 || keycode == 16'h0028 || keycode == 16'h0009) 
				 begin
				  Ball_X_Motion <= Ball_X_Step; 
				 Ball_Y_Motion <= Ball_Y_Motion;
				 end
				 else if(keycode ==  16'b0000000000000000)              
				 begin
				 Ball_X_Motion <= 10'b0;
				 Ball_Y_Motion <= Ball_Y_Motion;
				 end
				 else begin
					  Ball_Y_Motion <= Ball_Y_Motion;   
					  Ball_X_Motion <= 10'b0;   
					  end
				 Ball_Y_Pos <= (Ball_Y_Pos + up + down );   
				 Ball_X_Pos <= (Ball_X_Pos + Ball_X_Motion);
				 Ball_btm_X_pos <= (Ball_btm_X_pos + Ball_X_Motion);
				 Ball_btm_Y_pos <= (Ball_btm_Y_pos + Ball_Y_Motion + gravity*Ball_Y_Step );
		end  
    end
    assign eightx = Ball_X_Pos;
    assign eighty = Ball_Y_Pos;
    assign eights = Ball_Size;
	 assign ymotion = Ball_Y_Motion;
	 assign xmotion = Ball_X_Motion;
endmodule
</file>
<file path="flow/run.sh">
#!/bin/bash
# OpenROAD 26Q1-2900-gdf79404cd8, Yosys 0.63+post, stock flow scripts
make -C /OpenROAD-flow-scripts/flow DESIGN_CONFIG=/design/flow/config.mk WORK_HOME=/design/flow/orfs finish
</file>
<file path="flow/config.mk">
export PLATFORM = sky130hd
export DESIGN_NAME = eight
export DESIGN_NICKNAME = eight
export VERILOG_FILES = /design/flow/design.v
export SDC_FILE = /design/flow/constraint.sdc
export NUM_CORES = 4
export LEC_CHECK = 1
export CORE_UTILIZATION = 40
</file>
<file path="flow/constraint.sdc">
current_design eight

set clk_period 5.3
set clk_io_pct 0.2

create_clock -name clk0 -period $clk_period [get_ports {frame_clk}]

set non_clock_inputs [all_inputs -no_clocks]
set_input_delay [expr $clk_period * $clk_io_pct] -clock clk0 $non_clock_inputs
set_output_delay [expr $clk_period * $clk_io_pct] -clock clk0 [all_outputs]
</file>
==> Slide: Implementation Results <==
Implementation Results

Status
  – Status: completed

Finish
  – Fillers: 448
  – Final Instance Area: 2838 sq um
  – Layout Cells excl Fill: about 350
  – Layout area overhead: 35.89%
  – Final core occ: 0.5815
  – Fraction of layout cells with a size suffix above 1: 0.05338

Clock network
  – CTS Hold Bufs: 0
  – CTS tree: yes
  – Total CTS buffers: 3
  – Num Clock Sinks: 25
  – Max H-tree Level: 1
  – Insertion Delay late pin: around 260 ps
  – Clk root buf: clkbuf_8
  – Post-CTS Setup Repair Bufs: 0
  – Clock transition at path regs: ~80 ps
  – CTS resizes: 0
  – Clk buf depth: 2

STA
  – Highest Clock Rate: slightly below 300 MHz
  – Skew final: around 3.6 ps
  – Final hold viol count: 0
  – # setup viols final: 0
  – Worst Max-Slew Pin Slew: 514.3 ps
  – Setup TNS: 0 ps
  – Minimum clock period: 3363 ps
  – Unrepaired setup endpoints after global routing: false
  – WHS: 510.0 ps
  – Rel. slew slack: 0.6571
  – Final worst slack: ~1900 ps
  – Final max-slew violation count: 0
  – Final period util: 0.6346

Synth
  – Synth top cells by count: 25 x buf_4, 20 x nor2_1, 19 x ha_1
  – Synth Warn #: 1
  – Top-area cell share: 0.2037
  – Yosys reg bits: 25
  – Synth cell types: approximately 41
  – Syn Std Cell Area: about 2100 sq um
  – Synth top cell by count: buf_4
  – Post-synth seq share: 0.3044
  – Top cells by area: dfrtp_1 20%, ha_1 11%, fa_1 11%
  – Synthesis area per yosys: around 2100 sq um
  – Post-synth EDFFs: 0
  – Ys flop type: dfrtp_1
  – Post-Syn Instances: about 220
  – Syn avg cell area: 9.668 sq um
  – Synth area leader: dfrtp_1
  – Async SR Flop Fraction: 1.000
  – # Cells Yosys: ~220

Routing
  – Met3 WL: about 180 um
  – Top sig layer: met4
  – Drc violations: 0
  – Total Wirelength: between 4 and 5 mm
  – Via count: 1677
  – Met2 routed WL: 2.076 mm
  – DRT antenna net count: 0
  – Met1 wire length: roughly 1.9 mm
  – DR vias/cell: between 4 and 5
  – N_diodes: 0
  – DRT iter0 DRCs: between 40 and 50
  – Routed length per instance: between 10 and 15 um
  – DR pass1 iterations: 4

Critical path
  – CP required: ~5500 ps
  – Crit path capture: Ball_Y_Pos[9]$_DFF_PP0_
  – R2R Setup Slk: 2780 ps
  – CP Class: in2reg
  – Crit-path max FO: 2
  – Worst r2r dst: Ball_Y_Pos[9]$_DFF_PP0_
  – Critical Path Start: up[1]
  – CP startpoint kind: primary input
  – Register-to-Register Path Depth: 10
  – CP Data Arrival Time: 3560 ps
  – FF-to-FF Start: Ball_Y_Pos[1]$_DFF_PP0_
  – CP endpoint kind: flip-flop

Global routing
  – First-pass GRT wire length: approximately 6.6 mm
  – GRT overflow: 0
  – Total Routing Usage GR: 0.1586
  – Largest net degree at the start of global routing: 26
  – Vias in the first global route: ~1.6k
  – Initial antenna violation count: 0

Floorplanning
  – # rows: 25
  – Init Core Util: 0.4279
  – Chip Area: 5514 sq um
  – Chip Width: about 74 um
  – Core ar.: ~4900 sq um
  – Die Y: between 70 and 80 um
  – Number of I/O pins: 88

Worst hold path
  – Hold Path Stages: 1
  – HP Class: reg2reg

Power and ir drop
  – Peak supply drop: roughly 0.00025 V
  – Cell Pwr Density: roughly 320 nW/um^2
  – Leak: 1.238 nW
  – Overall Power: roughly 920 uW

Flow run
  – Max Cap Violations: 0
  – Tool warning count: 26

Place
  – Placement Cell Area: roughly 2800 sq um
  – DP HPWL: about 3.5 mm
  – Input/output buffers: a little under 80
  – Routability Congestion: 0.7715
  – Dpl cells: about 340
  – Pre-CTS WS: 1645 ps
## worst max-delay path, cell delays in order
cell and delay (ps):
clkdlybuf4s50_1 430, fa_1 540, ha_1 170, inv_1 60, fa_1 400, nor2b_1 120
o21ai_0 90, a21boi_0 260, o21a_1 170, o41a_1 140, xnor2_1 120
## report_power, final
group	internal [mW]	total (mW)	switching, mW
Sequential	0.254	0.306	0.0523
Combinational	0.290	0.498	0.208
Clock	0.0537	0.111	0.0578
Total	0.598	0.916	0.318
## state kept, by name (all words and copies together) (netlist names)
name / cells
Ball_Y_Pos: 10
Ball_X_Motion: 3
Ball_Y_Motion: 2
Ball_X_Pos: 10
## cells in the final DEF, fill, tap and decap left out, types with 2 or more instances in the layout
cell type         n
dfrtp_1          17
xor2_1            2
nand4_1           2
fa_1             11
xnor2_1          16
dfstp_2           8
nand2b_1          4
nor2b_1           5
ha_1             19
and3_1            2
a21oi_1           6
nor2_1           20
nand2_1           7
o31a_1            2
nor4_1            4
nor3_1            8
clkbuf_8          3
inv_1            18
or2_2             2
clkdlybuf4s50_1  77
conb_1           10
a21boi_0          2
o21ai_0           6
o21a_1            3
o41ai_1           2
a21o_1            2
o31ai_1           2
nand3_1           4
a211oi_1          2
## per-layer routing
layer / vias to the layer above / global-route usage
met5: - / 0
met4: 0 / 0.01258
met1: 786 / 0.2310
li1: 841 / -
met3: 2 / 0.02335
met2: 48 / 0.2727
## layout make-up
class	count	area [sq um]	share of cell area
flip-flops and latches	25	635.6	0.2240
clock buffers	4	45.04	0.01587
multi-input cells	156	1227	0.4325
well taps	67	83.83	0.02954
repair buffers	78	778.2	0.2743
inverters	18	67.56	0.02381
## cell families (layout without fill, tap and decap cells)
| logic type | count (synthesis) | count (layout) | synth area share |
|---|---|---|---|
| AND-OR/OR-AND | 33 | 33 | 0.1132 |
| XOR/XNOR | 18 | 18 | 0.07549 |
| adder cells (fa/ha/maj) | 30 | 30 | 0.2193 |
| buffers and inverters | 43 | 100 | 0.1222 |
| flip-flops | 25 | 25 | 0.3044 |
| multiplexers | 1 | 1 | 0.004793 |
| other | 2 | 10 | 0.003596 |
| AND/OR/NAND/NOR | 64 | 64 | 0.1570 |
## how the worst min path moves through the flow
stage,startpoint,end,slack (ps)
finish,Ball_X_Motion[0]$_DFF_PP0_,Ball_X_Pos[0]$_DFF_PP0_,510
global route,Ball_X_Motion[0]$_DFF_PP0_,Ball_X_Pos[0]$_DFF_PP0_,540
CTS,Ball_X_Motion[0]$_DFF_PP0_,Ball_X_Pos[0]$_DFF_PP0_,520
Power and IR drop assume default switching activity.
