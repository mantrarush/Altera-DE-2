===== flow/run.sh =====
#!/bin/bash
# OpenROAD 26Q1-2900-gdf79404cd8, Yosys 0.63+post, stock flow scripts
make -C /OpenROAD-flow-scripts/flow DESIGN_CONFIG=/design/flow/config.mk WORK_HOME=/design/flow/orfs finish

===== flow/config.mk =====
export PLATFORM = sky130hd
export DESIGN_NAME = jump
export DESIGN_NICKNAME = jump
export VERILOG_FILES = /design/flow/design.v
export SDC_FILE = /design/flow/constraint.sdc
export NUM_CORES = 4
export LEC_CHECK = 1
export CORE_UTILIZATION = 50

===== flow/constraint.sdc =====
current_design jump

set clk_period 4.4
set clk_io_pct 0.2

create_clock -name clk0 -period $clk_period [get_ports {frame_clk}]

set non_clock_inputs [all_inputs -no_clocks]
set_input_delay [expr $clk_period * $clk_io_pct] -clock clk0 $non_clock_inputs
set_output_delay [expr $clk_period * $clk_io_pct] -clock clk0 [all_outputs]

===== flow/design.v =====
module jump( input logic [15:0] keycode,
				 input logic [9:0] sprite0xr,sprite0yr,
				 input logic frame_clk, Reset,
				 output logic [9:0] up, down,
				 output logic on_gnd
				);
				enum logic [3:0] {IDLE, UP_1,UP_2,UP_3,DOWN_1,DOWN_2,DOWN_3} curr_state,next_state;
							int cnt;
							logic clk_div;
							parameter [31:0] num = 3;
							always_ff @ ( posedge frame_clk or posedge Reset)    
														begin 
														if(Reset == 1'b1)
															cnt <= 0;
														else if (cnt == num -1)
														 cnt  <= 0;
														else 
														cnt <= cnt +1;
														end
							always_ff @ (posedge(frame_clk), posedge(Reset))     
													begin
														 if (Reset == 1'b1)
															  clk_div <= 1'b0;
														 else if (cnt == num - 1)
															  clk_div <= ~clk_div;
														 else
															  clk_div <= clk_div;
													end
				always_ff @(posedge clk_div or posedge Reset)
							begin
											if(Reset)
												curr_state = IDLE;          
											else 
												curr_state = next_state;
							end
				 always_comb 
									begin
											next_state = curr_state;
												case(curr_state)  
														IDLE: if(keycode == 16'h0001 || keycode == 16'h0005 || keycode == 16'h0009)   
																		next_state = UP_1;
																else
																next_state = IDLE;
														UP_1: begin
																if( sprite0yr > 331 && sprite0yr < 363 && sprite0xr > 296 && sprite0xr < 345)
																	next_state = IDLE;
																else
																	next_state = UP_2;       
																end
														UP_2: begin
																if( sprite0yr > 331 && sprite0yr < 363 && sprite0xr > 296 && sprite0xr < 345)
																	next_state = IDLE;
																else
																	next_state = UP_3;       
																end
														UP_3: next_state = DOWN_1;
														DOWN_1: 	begin
																	if(down < 0)
																	next_state = IDLE;
																	else
																	next_state = DOWN_2;
																	end
														DOWN_2: 	begin
																	if(down <0 )
																	next_state = IDLE;
																	else
																	next_state = DOWN_3;
																	end
														DOWN_3: 	begin
																	if(down < 0)
																	next_state = IDLE;
																	else
																	next_state = IDLE;
																	end
												endcase
									end
					always_comb
					begin
								up = 10'b0;
								down = 10'b0;
								on_gnd = 1'b0;
								case(curr_state)
								IDLE: begin
										on_gnd = 1'b1;
										up = 10'b0;
										if(sprite0yr < 368 && sprite0yr!= 331  && (sprite0xr <= 296 || sprite0xr >= 345))
										down = 3;
										else if(sprite0yr > 368)
										down = -4;
										else
										down = 10'b0;
										end
								UP_1: begin
										down = 10'b0;
										if(sprite0yr < 368 && sprite0yr!= 331 && (sprite0xr > 296 && sprite0xr < 345))
										begin
										up = 10'd2;
										end
										else
										begin
										up = ~10'd6+1'b1;
										end
										end
								UP_2: begin
										down = 10'b0;
										if(sprite0yr < 368 && sprite0yr!= 331 && (sprite0xr > 296 && sprite0xr < 345))
										begin
										up = 10'd2;
										end
										else
										begin
										up = ~10'd6+1'b1;
										end
										end
								UP_3: begin
										down = 10'b0;
										if(sprite0yr < 368 && sprite0yr!= 331 && (sprite0xr > 296 && sprite0xr < 345))
										begin
										up = 10'd2;
										end
										else
										begin
										up = ~10'd6+1'b1;
										end
										end
							 DOWN_1: begin
										up = 10'b0;
										if( sprite0yr >= 331 && sprite0yr < 363 && sprite0xr >= 296 && sprite0xr < 345)
										down = -2;
										else 
										down = 10'd6;
										end
							 DOWN_2: begin
										up = 10'b0;
										if( sprite0yr >= 331 && sprite0yr < 363 && sprite0xr >= 296 && sprite0xr < 345)
										down = -1;
										else
										down = 10'd6;
										end
							 DOWN_3: begin
										down = 10'd6;
										up = 10'b0;
										if( sprite0yr >= 331 && sprite0yr < 363 && sprite0xr >= 296 && sprite0xr < 345)
										down = -1;
										else
										down = 10'd6;
										end
								endcase
					end
endmodule

==> metrics.yaml <==
crit_path_top_delay_cell: "o41ai_1"
antenna_found_initial: 0
ys_sh_xor_pct: 13.0
cts_buffers: 5
untimed_endpoints: 9
synth_warnings: 1
grt_first_pass_wirelength_mm: 6.69
synth.cellmix.simpleShare_pct: 27.7
status: "complete, no violations"
holdBufCountCts: 0
final-instance-count-excl-fill: 316
hpwl_mm: 3.06
timing.hold.ws_ns: 0.483
setup_violations: 0
num_antenna_cells: 0
p_sw_uw: 129
die_x_microns: 67.6
synth.distinct_cells: 36
p_leak_nw: 1.25
fp-utilization_pct: 53.0
drc: 0
crit_chain: "clkdlybuf4s50_1, nand4bb_1, o41ai_1, nand3b_1, o21ai_0, buf_4, clkdlybuf4s50_1"
wl_met3_microns: 209
gp_routability_congestion: 0.796
core.rowCount: 23
cts_tree: "yes"
ir_worst_vdd_mv: 0.220
worst-path-buf-inv: 3
startpoint_type: "input port"
path_max_fanout: 7
synth_flops: 40
power_density_nw_per_um2: 232
grt_start_max_net_pins: 41
synth_cells: 213
p_sw_share_pct: 19.9
unclocked_pins: 7
synth_area_per_cell_sq_um: 10.1
numPortBuffers: 56
ant_nets: 0
cp_common_cell: "clkdlybuf4s50_1"
edf_count: 0
timing.fmax_ghz: 0.251
die_h_microns: 67.6
grt_pass1_vias: 1475
final.setup_skew_ns: 0.00542
worstPathArrival_ns: 3.10
first_pass_iters: 6
required_ns: 3.52
ys_sh_adder_pct: 1.16
synth-main-ff-cell: "dfrtp_1"
drive_above_1_share_pct: 8.27
lay_top_count: "clkdlybuf4s50_1"
cts.repair.resized: 0
combPwrFrac_pct: 8.2
layout_top_cells_excl_fill_tap: "clkdlybuf4s50_1, dfrtp_1, nor2_1"
crit_type: "input port to output port"
drt_iter0_markers: 49
p_total_uw: 651
placed_cells: 308
ys_seq_share_pct: 46.6
top_area_cell: "dfrtp_1"
io_pins: 59
ys_area_sq_um: 2150
htreeDepth: 2
drt-met1-wl_mm: 2.02
cts_setup_buffers: 0
wl_met2_mm: 1.73
clockBufferDepth: 2
grt_usage_pct: 20.0
intPower_uw: 521
tns_ns: 0
period_needed_ns: 3.98
num_vias: 1631
worst_setup_path_end_kind: "output port"
synthMuxAreaShare_pct: 0
cap_violations: 0
path_clk_slew_ns: 0.07
netlist_area_sq_um: 2150
hold_path_class: "register to register"
clkPwrFrac_pct: 45.1
slew_headroom_pct: 57.9
compound_area_share_pct: 4.88
overflow: 0
via_per_inst: 5.16
die_area_sq_um: 4570
drt_wl_total_mm: 3.98
area_leaders: "dfrtp_1, xnor2_1, xor2_1"
clk_latency_ns: 0.28
rsz0062_at_grt: "no"
finalMaxSlewViolations: 0
wl_per_cell_microns: 12.6
hold_violations: 0
cpLargestDelayFamily: "buffers and inverters"
core_area_sq_um: 4060
pwr-share-seq_pct: 46.6
critPathMaxStageDelay_ns: 0.60
async_flop_share_pct: 100
synthToLayoutAreaGrowth_pct: 30.5
routed.top_layer: "met4"
warnings: 27
top_area_share_pct: 45.3
finalClockPeriodUsage_pct: 90.6
tightestPinTransition_ns: 0.623
root_buffer: "clkbuf_8"
ys_cells: 213
logic_family: "simple AND/OR/NAND/NOR gates"
==> worst reg2reg max path: stages (launching register included) <==
cell	delay [ns]
dfrtp_1	0.41
ha_1	0.23
inv_1	0.10
nor4_4	0.46
nand4_2	0.29
nor3_2	0.19
xor2_1	0.16
==> metal layers <==
metal	up-vias	track usage (%)
met2	36	30.1
li1	838	-
met3	2	3.94
met1	755	32.6
met4	0	1.60
met5	-	0
==> path summary, 6_finish.rpt <==
| check | to | slack, ns | startpoint | depth (start not counted) |
|---|---|---|---|---|
| setup / recovery | down[7] | 0.42 | sprite0xr[9] | 7 |
| hold / removal | cnt[31] | 0.48 | cnt[31] | 1 |
| setup reg to reg | cnt[26] | 2.48 | cnt[0] | 6 |
| hold reg to reg | cnt[31] | 0.48 | cnt[31] | 1 |
| max in group asynchronous | cnt[17] | 3.05 | Reset | 3 |
| min in group asynchronous | cnt[21] | 1.01 | Reset | 3 |
==> cells in the mapped netlist, drive strengths merged (2+ instances only) <==
master / number
a211oi: 3
a21oi: 3
and2: 3
and4: 2
buf: 14
dfrtp: 39
ha: 2
inv: 9
nand2: 14
nand3: 13
nand4: 12
nor2: 28
nor3: 6
nor4: 12
nor4b: 2
o21a: 2
o21ai: 4
or2: 2
xnor2: 18
xor2: 14
==> layout make-up <==
| class | instances | area [sq um] |
|---|---|---|
| well taps | 50 | 62.6 |
| repair buffers | 58 | 576 |
| inverters | 9 | 33.8 |
| clock buffers | 6 | 82.6 |
| multi-input cells | 151 | 1010 |
| flip-flops and latches | 40 | 1000 |
| fillers | 314 | 1250 |
| clock inverters | 2 | 37.5 |
==> metrics by stage <==
stage	area [sq um]	util [%]	setup WS, ns
after floorplan	2160	-	1.22
after global placement	2690	66.3	0.431
after detailed placement	2690	66.3	0.423
after CTS	2810	69.2	0.424
after global routing	2810	69.2	0.181
final	2810	69.2	0.415
==> logic make-up (layout without fill, tap and decap cells) <==
group / after synthesis / in the layout
AND-OR/OR-AND: 16 / 16
buffers and inverters: 23 / 75
AND/OR/NAND/NOR: 99 / 99
XOR/XNOR: 32 / 32
other: 1 / 2
flip-flops: 40 / 40
adder cells (fa/ha/maj): 2 / 2
==> state kept, by name, summed over array words and instances (netlist names) <==
name        cells
cnt            32
clk_div         1
curr_state      7
==> power groups by stage <==
stage	Clock [mW]	Combinational (mW)	Sequential, mW
after global routing	0.313	0.0597	0.303
final	0.294	0.0536	0.303
after CTS	0.301	0.0546	0.303
Power is estimated from default activity; no workload was simulated.
