File: /design/flow/design.v
module  ismile ( input Reset, frame_clk, 
					input logic [9:0] eightx,eighty,
               output [9:0]  ismilex, ismiley );
    logic [9:0] ismiles;
    logic [9:0] Ball_X_Pos, Ball_X_Motion, Ball_Y_Pos, Ball_Y_Motion, Ball_Size,Ball,Ball_btm_Y_pos,Ball_btm_X_pos;
    parameter [9:0] Ball_X_Center=320;   
    parameter [9:0] Ball_Y_Center=240;   
    parameter [9:0] Ball_X_Min=2;        
    parameter [9:0] Ball_X_Max=637;      
    parameter [9:0] Ball_Y_Min=2;        
    parameter [9:0] Ball_Y_Max=477;      
    parameter [9:0] Ball_X_Step=1;       
    parameter [9:0] Ball_Y_Step=3;       
	 parameter [9:0] gravity=0;
    parameter [9:0] Ball_Top_LeftX = 224;
	 parameter [9:0] Ball_Top_LeftY = 345;
	 parameter [9:0] Ball_Btm_RightX= 231;
	 parameter [9:0] Ball_Btm_RightY= 135;
  assign Ball_Size = 1;     
    always_ff @ (posedge Reset or posedge frame_clk )
    begin: Move_Ball
       if (Reset)   
        begin 
            Ball_Y_Motion <= 10'd0;  
				Ball_X_Motion <= 10'd0;  
				Ball_Y_Pos <= Ball_Top_LeftY;
				Ball_X_Pos <= Ball_Top_LeftX;
				Ball_btm_Y_pos <= Ball_Btm_RightY;
				Ball_btm_X_pos <= Ball_Btm_RightX;
        end
        else 
        begin 
				 if ( (Ball_Y_Pos ) > Ball_Y_Max ) begin  
					  Ball_X_Motion <= 10'b0;
					  Ball_Y_Motion <= (~Ball_Y_Step)+1'b1;
					  end
				 else if ( (Ball_Y_Pos - Ball_Size) <= Ball_Y_Min ) begin   
					  Ball_Y_Motion <= Ball_Y_Step;
					  Ball_X_Motion <= 10'b0;
					  end
				 else if ( (Ball_X_Pos + Ball_Size) >= Ball_X_Max ) begin  
					  Ball_X_Motion <= (~ (Ball_X_Step) + 1'b1);   
					  Ball_Y_Motion <= 10'b0;
					  end
				 else if ( (Ball_X_Pos - Ball_Size) <= Ball_X_Min ) begin  
					  Ball_X_Motion <= Ball_X_Step;
					  Ball_Y_Motion <= 10'b0;
					  end
			   else if(ismiley >= eighty && eightx < ismilex)
				begin 
				 Ball_X_Motion <= ( ~(Ball_X_Step) + 1'b1); 
				 Ball_Y_Motion <= 10'b0; 
				 end
				 else if(ismiley >= eighty && eightx > ismilex) 
				 begin
				  Ball_X_Motion <= Ball_X_Step; 
				 Ball_Y_Motion <= 10'b0;
				 end
				 else begin
					  Ball_Y_Motion <= Ball_Y_Motion;   
					  Ball_X_Motion <= Ball_X_Motion;
					  end
				 Ball_Y_Pos <= (Ball_Y_Pos + Ball_Y_Motion + gravity*Ball_Y_Step );   
				 Ball_X_Pos <= (Ball_X_Pos + Ball_X_Motion);
				 Ball_btm_X_pos <= (Ball_btm_X_pos + Ball_X_Motion);
				 Ball_btm_Y_pos <= (Ball_btm_Y_pos + Ball_Y_Motion + gravity*Ball_Y_Step );
		end  
    end
    assign ismilex = Ball_X_Pos;
    assign ismiley = Ball_Y_Pos;
    assign ismiles = Ball_Size;
endmodule
File: /design/flow/run.sh
#!/bin/bash
# OpenROAD 26Q1-2900-gdf79404cd8, Yosys 0.63+post, stock flow scripts
make -C /OpenROAD-flow-scripts/flow DESIGN_CONFIG=/design/flow/config.mk WORK_HOME=/design/flow/orfs finish
File: /design/flow/config.mk
export PLATFORM = sky130hd
export DESIGN_NAME = ismile
export DESIGN_NICKNAME = ismile
export VERILOG_FILES = /design/flow/design.v
export SDC_FILE = /design/flow/constraint.sdc
export NUM_CORES = 4
export LEC_CHECK = 1
export CORE_AREA = 10 10 114 114
export DIE_AREA = 0 0 124 124
File: /design/flow/constraint.sdc
current_design ismile

set clk_period 4.8
set clk_io_pct 0.2

create_clock -name clk0 -period $clk_period [get_ports {frame_clk}]

set non_clock_inputs [all_inputs -no_clocks]
set_input_delay [expr $clk_period * $clk_io_pct] -clock clk0 $non_clock_inputs
set_output_delay [expr $clk_period * $clk_io_pct] -clock clk0 [all_outputs]
==> flow_summary.toml <==
# flow metrics
[run_status]
status = "finished clean"

[synth]
synth_seq_share_pct = 28.67
async_flop_share_pct = 100.0
yosys_area_mm2 = 0.002217
synthCells = 241
ys_cells = 241
syn_area_mm2 = 0.002217
synth_flop_count = 25
synth_cell_types = 40
ys_warn_count = 1
avgSynthCellArea_um2 = 9.200
edf_count = 0
ys.flop_type = "dfrtp_1"

[place]
io_buffers = 41
dpl.hpwl_um = 4125
place_congestion = 0.8162

[global_routing]
grt_pass1_vias = 1767
busiest_layer = "met2"
use_met1_pct = 9.508
grt_max_degree = 26
grt_pass1_wl_um = 8707
grtUsageMet3_pct = 0.8264
grt_use_total_pct = 6.737
antenna_found_initial = 0
grt-ovfl-total = 0
use_met2_pct = 11.23

[finish]
final_cell_mix = "ha_1 (44), clkdlybuf4s50_1 (41), inv_1 (36)"
n_fill_cell = 1077
drive_above_1_share_pct = 7.317
lay_top_count = "ha_1"
areaGrowthSynthToFinish_pct = 28.72
fin_util_pct = 27.40

[clock_tree]
clk_latency_ns = 0.27
cts_hold_buf = 0
path_clk_slew_ns = 0.10
root_buffer = "clkbuf_8"
cts_max_path_buffers = 2
cts_tree = "yes"
cts_buffers = 3
htree_levels = 1
post-cts-setup-buffer-count = 0
cts_resized = 0
cts_num_sinks = 25

[floorplanning]
rows = 37
core_region_area_mm2 = 0.01042
ios = 42
die_h_um = 124
fp_util_pct = 21.29
die_w_um = 124
dieArea_mm2 = 0.01538

[power]
power.leakage_nw = 1.317
p_per_area_mw_per_mm2 = 693.6
peakVddDrop_v = 0.0002018

[min_path]
worstHoldStart = "Ball_X_Motion[0]"
hold_path_class = "reg2reg"

[worst_setup_path]
cp.required_ns = 4.97
critPathLaunch = "eighty[3]"
path_class = "in2reg"
r2r_slack_ns = 2.43
crit_arrival_ns = 3.10
crit-reg2reg-launch = "Ball_X_Pos[1]"
crit_fanout = 4
endpoint_kind = "flop"
start_kind = "input port"

[routing]
wl_um = 5034
num_vias = 1791
dr.pass1.iters = 4
wl_per_cell_um = 11.90
drt_drc_violations_left = 0
dr.first_iter.drc_count = 75
antenna_left = 0
viasPerCell = 4.234
n_antenna_cell = 0

[timing]
worst_pin_slew_ns = 0.4884
tns_ns = 0
fin_skew_ns = 0.008017
rsz0062_at_grt = "no"
post-route-min-period_ns = 2.925
worst_slew_margin_rel_pct = 67.16
final_max_slew_viol_count = 0
finalCritPeriodShare_pct = 60.94
hold_violations = 0
max_freq_mhz = 341.9
setup_viol = 0

[flow_run]
max_cap_violations = 0
log.warning_count = 29
-- path summary, 6_finish.rpt --
path | depth (start not counted) | to
min reg2reg | 1 | Ball_X_Motion[0]
min in group asynchronous | 3 | Ball_X_Pos[0]
max | 10 | Ball_X_Motion[0]
max reg2reg | 9 | Ball_X_Motion[0]
min | 1 | Ball_X_Motion[0]
max in group asynchronous | 3 | Ball_X_Pos[7]
-- state kept, by name, indices dropped and copies added, names as in the netlist --
| signal | flops |
|---|---|
| Ball_X_Motion | 2 |
| Ball_X_Pos | 10 |
| Ball_Y_Pos | 10 |
| Ball_Y_Motion | 3 |
-- area by class of cell --
| cell class | instances | area [µm²] | share of cell area, % |
|---|---|---|---|
| clock buffers | 3 | 41.29 | 1.447 |
| repair buffers | 42 | 417.9 | 14.64 |
| well taps | 136 | 170.2 | 5.962 |
| inverters | 39 | 146.4 | 5.129 |
| multi-input cells | 177 | 1435 | 50.29 |
| flip-flops and latches | 25 | 635.6 | 22.27 |
| clock inverters | 1 | 7.507 | 0.2630 |
-- cells in the mapped netlist (all sizes together), types with 4 or more instances --
| cell type | count | area, µm² |
|---|---|---|
| a21o | 6 | 45.04 |
| a21oi | 26 | 133.9 |
| dfrtp | 17 | 425.4 |
| dfstp | 8 | 210.2 |
| ha | 44 | 550.5 |
| inv | 37 | 138.9 |
| nand2 | 8 | 30.03 |
| nand3 | 5 | 25.02 |
| nand4 | 4 | 25.02 |
| nor2 | 11 | 41.29 |
| o21a | 4 | 30.03 |
| o21ai | 8 | 40.03 |
| o21bai | 5 | 37.54 |
| o31ai | 5 | 37.54 |
| xnor2 | 12 | 105.1 |
| xor2 | 8 | 70.07 |
-- cell families after synthesis --
| group | count (synthesis) | synth area share, % |
|---|---|---|
| compound gates | 66 | 19.64 |
| fa+ha+maj | 46 | 26.64 |
| simple gates | 45 | 10.55 |
| buf+inv | 39 | 6.603 |
| flops | 25 | 28.67 |
| xor+xnor | 20 | 7.901 |
-- per-stage QoR --
step	hold WS [ns]	instances	power, mW	cell area, µm²	setup slack (ns)
finish	0.5043	423	1.980	2854	1.875
CTS	0.5102	423	2.011	2854	1.870
detailed placement	0.4845	419	1.871	2805	1.573
floorplan	0.4667	241	1.445	2217	2.180
global placement	0.4864	419	1.842	2805	1.615
global route	0.5461	423	2.223	2854	1.722
-- metal layers --
metal | part of all wire (%) | vias up | wire length [µm]
met5 | 0 | - | 0
met4 | 0.85 | 0 | 43
met3 | 4.4 | 2 | 223
met2 | 47 | 20 | 2351
met1 | 48 | 821 | 2415
li1 | - | 948 | -
-- critical path, stage by stage --
cell and delay, ns:
clkdlybuf4s50_1 0.45, inv_1 0.04, ha_1 0.29, a211o_1 0.29, a21oi_1 0.12, o21a_1 0.13
o31ai_1 0.12, o21ai_0 0.10, or3b_4 0.42, o21a_1 0.17
-- where the power goes --
part	internal, mW	switching [mW]	leakage (nW)
Sequential	0.364	0.196	0.285
Clock	0.0588	0.0705	0.0217
Combinational	0.696	0.595	1.01
Power is estimated from default activity; no workload was simulated.
