[flow/run.sh]
#!/bin/bash
# OpenROAD 26Q1-2900-gdf79404cd8, Yosys 0.63+post, stock flow scripts
make -C /OpenROAD-flow-scripts/flow DESIGN_CONFIG=/design/flow/config.mk WORK_HOME=/design/flow/orfs finish
[flow/config.mk]
export PLATFORM = sky130hd
export DESIGN_NAME = bullet_state
export DESIGN_NICKNAME = bullet_state
export VERILOG_FILES = /design/flow/design.v
export SDC_FILE = /design/flow/constraint.sdc
export NUM_CORES = 4
export LEC_CHECK = 1
export CORE_UTILIZATION = 30
[flow/constraint.sdc]
current_design bullet_state

set clk_period 4.3
set clk_io_pct 0.2

create_clock -name clk0 -period $clk_period [get_ports {frame_clk}]

set non_clock_inputs [all_inputs -no_clocks]
set_input_delay [expr $clk_period * $clk_io_pct] -clock clk0 $non_clock_inputs
set_output_delay [expr $clk_period * $clk_io_pct] -clock clk0 [all_outputs]
[flow/design.v]
module bullet_state(input logic frame_clk, Reset,
						  input logic [15:0] keycode,
						  input logic m_isright,m_isleft,
						  input logic [9:0]  sprite0xr,sprite0yr,
						  output logic [9:0] sprite12xr,sprite12yr,sprite13xr,sprite13yr,
						  output logic is_shot_1, is_shot_2 );
							logic [9:0] bullet1x, bullet1y, bullet2x,bullet2y;   
						  enum logic [4:0] {WAIT,SHOT_1R,SHOT_1L,SHOT_2R,SHOT_2L} curr_state, next_state;
						  always_ff @ (posedge frame_clk or posedge Reset)
								begin
									if(Reset == 1'b1)
										curr_state = WAIT;
									else
										curr_state = next_state;
									end
							always_comb 
								begin
									next_state = curr_state;
										case(curr_state)
											WAIT: begin
													if((keycode ==  16'b0000000000100000 ||keycode == 16'h0024 || keycode == 16'h0028 || keycode == 16'h0021) && m_isright == 1'b1)
															next_state = SHOT_1R;
													else if((keycode ==  16'b0000000000100000 ||keycode == 16'h0024 || keycode == 16'h0028 || keycode == 16'h0021) && m_isleft == 1'b1)
															next_state = SHOT_1L;
													else
															next_state = WAIT;
													end
											SHOT_1R: begin
														if((keycode ==  16'b0000000000100000 ||keycode == 16'h0024 || keycode == 16'h0028 || keycode == 16'h0021) && m_isright == 1'b1 && bullet1x >= (637 - sprite0xr)/2)   
															next_state = SHOT_2R;
														else if((keycode ==  16'b0000000000100000 ||keycode == 16'h0024 || keycode == 16'h0028 || keycode == 16'h0021) && m_isleft == 1'b1 && bullet1x <= (sprite0xr)/2 )  
															next_state = SHOT_2L;
														else if(bullet1x >= 637 || bullet1x <= 0)
															next_state = WAIT;
														else
															next_state = SHOT_1R;
														end
											SHOT_1L: begin 
														if((keycode ==  16'b0000000000100000 ||keycode == 16'h0024 || keycode == 16'h0028 || keycode == 16'h0021) && m_isright == 1'b1 && bullet1x >= (637 - sprite0xr)/2)   
															next_state = SHOT_2R;
														else if((keycode ==  16'b0000000000100000 ||keycode == 16'h0024 || keycode == 16'h0028 || keycode == 16'h0021) && m_isleft == 1'b1 && bullet1x <= (sprite0xr)/2 )
															next_state = SHOT_2L;
														else if(bullet1x >= 637 || bullet1x <= 0)
															next_state = WAIT;
														else
															next_state = SHOT_1L;
														end
											SHOT_2R:	begin
														if(bullet2x >= 637 || bullet2x <= 0)
															next_state = WAIT;
														else
															next_state = SHOT_2R;
														end
											SHOT_2L:	begin
														if(bullet2x >= 637 || bullet2x <= 0)
															next_state = WAIT;
														else
															next_state = SHOT_2L;
														end
										endcase
								end	
							always_ff @ (posedge frame_clk) 
								begin
									bullet1x <= sprite0xr + 10'd15;
									bullet1y <= sprite0yr + 10'd15;
									bullet2x <= sprite0xr + 10'd15;
									bullet2y <= sprite0yr + 10'd15;
									is_shot_1 <= 0;
									is_shot_2 <= 0;
										case(curr_state)
											WAIT: begin           
													bullet1x <= sprite0xr + 10'd15;   
													bullet1y <= sprite0yr + 10'd15;
													bullet2x <= sprite0xr + 10'd15;
													bullet2y <= sprite0yr + 10'd15;
													end
											SHOT_1R: begin
															bullet1x <= bullet1x + 10'd16;
															bullet1y <= bullet1y;
															if(  sprite0xr < bullet1x < 637)
															is_shot_1 <= 1;
															else
															is_shot_1 <= 0;
														end
											SHOT_1L: begin
															bullet1x <= bullet1x + ~10'd16 + 1'b1;
															bullet1y <= bullet1y;
															if(  0 < bullet1x < sprite0xr)
															is_shot_1 <= 1;
															else
															is_shot_1 <= 0;
														end
											SHOT_2R:	begin
														if(m_isright == 1)  
														bullet2x <= bullet2x + 10'd16;
														else if(m_isleft == 1)
														bullet2x <= bullet2x + ~10'd16 + 1'b1;
													   else
														begin
														bullet2x <= sprite0xr + 10'd15;
														bullet2y <= sprite0yr + 10'd15;
														end
															if(bullet1x >= 637 || bullet1x <= 0)
															begin
															is_shot_1 <= 0;
															bullet1x <= sprite0xr + 10'd15;
															bullet1y <= sprite0yr + 10'd15;
															end
															else
															begin
															is_shot_1 <= 1;
																	if(m_isright == 1)
																		begin
																		bullet1x <= bullet1x + 10'd16;
																		bullet1y <= bullet1y;
																		end
																	else if(m_isleft == 1)
																		begin
																		bullet1x <= bullet1x + ~10'd16 + 1'b1;
																		bullet1y <= bullet1y;
																		end
																	else
																		begin
																		bullet1x <= sprite0xr + 10'd15;
																		bullet1y <= sprite0yr + 10'd15;
																		end
															end
														if(  sprite0xr < bullet2x < 637)
															is_shot_2 <= 1;
															else
															is_shot_2 <= 0;
														if(  0 < bullet2x < sprite0xr)
															is_shot_2 <= 1;
															else
															is_shot_2 <= 0;
														end
											SHOT_2L:	begin
														if(m_isright == 1)  
														bullet2x <= bullet2x + 10'd16;
														else if(m_isleft == 1)
														bullet2x <= bullet2x + ~10'd16 + 1'b1;
													   else
														begin
														bullet2x <= sprite0xr + 10'd15;
														bullet2y <= sprite0yr + 10'd15;
														end	
														if(bullet1x >= 637 || bullet1x <= 0)
															begin
															is_shot_1 <= 0;
															bullet1x <= sprite0xr + 10'd15;
															bullet1y <= sprite0yr + 10'd15;
															end
															else
															begin
															is_shot_1 <= 1;
																	if(m_isright == 1)
																		begin
																		bullet1x <= bullet1x + 10'd16;
																		bullet1y <= bullet1y;
																		end
																	else if(m_isleft == 1)
																		begin
																		bullet1x <= bullet1x + ~10'd16 + 1'b1;
																		bullet1y <= bullet1y;
																		end
																	else
																		begin
																		bullet1x <= sprite0xr + 10'd15;
																		bullet1y <= sprite0yr + 10'd15;
																		end
															end
														if(  sprite0xr < bullet2x < 637)
															is_shot_2 <= 1;
															else
															is_shot_2 <= 0;
														if(  0 < bullet2x < sprite0xr)
															is_shot_2 <= 1;
															else
															is_shot_2 <= 0;
														end
										endcase
								end	
							assign sprite12xr = bullet1x;
							assign sprite12yr = bullet1y;
							assign sprite13xr = bullet2x;
							assign sprite13yr = bullet2y;
endmodule
==> out/results.tsv <==
stage	metric	value	unit
critical_path	Crit Path Category	input pin to register	
placed_design	weighted congestion reported at the end of routability-driven placement	0.906	
synthesis	Syn. warnings	1	
sta	setup repair after global routing missed its margin	no	
sta	worst clock skew	4.74	ps
pwr	combinational power share	0.281	
placed_design	post-place instance area	4130	µm²
cts	Insertion Delay late pin	300	ps
global_route	antenna violations before repair	0	
cts	clock tree root buffer cell	clkbuf_8	
min_path	class of the worst hold path	register to register	
placed_design	instance count after placement with tap cells included	564	
critical_path	Req. time, crit path	4520	ps
cts	CTS-repair resized insts	0	
min_path	count of cells along the worst hold path	2	
sta	Worst Max-Slew Pin Slew	755	ps
cts	clock slew seen by the registers of the worst setup and hold paths	90	ps
critical_path	crit start category	input pin	
global_route	largest net degree at the start of global routing	25	
synthesis	leading area contributor after synthesis	edfxtp_1	
sta	setup TNS	0	ps
sta	pins over their slew limit	0	
cts	TritonCTS clock tree	built	
synthesis	Async SR Flop Fraction	0.106	
final_layout	post-route cell area	4220	µm²
detailed_routing	post-detailed-route DRC marker count	0	
cts	hold_buf cts	0	
final_layout	final standard cell count with taps included and fillers excluded	572	
placed_design	count of buffers from port buffering	81	
final_layout	proportion of layout cells with a drive suffix above 1	0.0459	
pwr	cell area power density	268	nW/µm²
critical_path	element type at the critical path end	register	
floorplan	initial cell density of the core	0.310	
critical_path	maximum net fanout on the critical path	8	
global_route	wire length of the first global-routing pass	13700	µm
job	max-cap viol count	0	
floorplan	placement row count	37	
synthesis	share of synthesized area occupied by flip-flops and latches	0.359	
synthesis	post-synth top area share	0.169	
synthesis	top cell types by occurrence after synthesis	nand2_1, nor2_1, ha_1	
critical_path	Critical Path Most Common Cell	o21ai_0	
critical_path	cell-by-cell trace of the critical path	clkdlybuf4s50_1 > nand3_1 > o21ai_0 > nand2_1 > ha_1 > a41oi_1 > o21ai_0 > a21oi_1 > o21ai_0 > a41o_1 > o31ai_1	
pwr	Power Internal	797	µW
synthesis	yosys cell count	359	
critical_path	crit path max-delay cell type	clkdlybuf4s50_1	
run_status	outcome	finished clean	
sta	min Tclk post-route	3240	ps
cts	Post-CTS Setup Bufs	0	
synthesis	Registers, synthesis	47	
cts	maximum buffer depth of the clock tree	2	
floorplan	core region area	10300	µm²
sta	Setup Viol. Count Final	0	
detailed_routing	antenna diode count	0	
synthesis	Post-Synthesis Cell Area	3200	µm²
global_route	Tot GR Track Use	0.160	
pwr	share of power burned in the clock network	0.242	
cts	total CTS buffers	5	
sta	slew margin rel.	0.497	
detailed_routing	Via Count	2870	
pwr	switching share of total power	0.295	
floorplan	number of ports placed on the die boundary	82	
synthesis	dominant cells by area after synthesis	edfxtp_1, dfxtp_1, ha_1	
critical_path	Arrival @ worst endpoint	3460	ps
synthesis	number of distinct library cells after synthesis	59	
cts	clock net sink count	47	
synthesis	chip area from the yosys synthesis statistics	3200	µm²
placed_design	half-perimeter wire length after placement	6530	µm
synthesis	mean area per synthesized cell	8.90	µm²
sta	achievable clock frequency	0.308	GHz
cts	Max H-tree Level	2	
final_layout	area added between synthesis and finish	32.0	%
pwr	switching power	333	µW
global_route	number of global-route vias before repair	2736	
floorplan	width of the die	105	µm
pwr	leakage component of the power	0.00172	µW
synthesis	most frequent cell after synthesis	nand2_1	
floorplan	total die area	11100	µm²
critical_path	maximum cell stage delay along the critical path	660	ps
detailed_routing	number of vias per cell	5.02	
detailed_routing	Routed Antenna Nets	0	
synthesis	instance count of the mapped netlist	359	
final_layout	Filler Cells Inserted	1006	
critical_path	top cell family by delay on the critical path	AND-OR/OR-AND gates	
final_layout	combined area of the multi-input logic cells	1890	µm²
critical_path	buffer and inverter count on the worst path	1	
detailed_routing	Wirelength per Cell	14.8	µm
floorplan	overall die height	105	µm
critical_path	number of cells on the worst reg-to-reg path	7	
sta	total count of hold-check failures in the final report	0	
synthesis	primary flip-flop cell chosen by synthesis mapping	dfxtp_1	
final_layout	area taken by flip-flops and latches	1150	µm²
detailed_routing	Initial DRC Count	209	
job	number of OpenROAD warnings	31	
detailed_routing	iteration tally of the first detailed-router pass	4	
sta	crit share post-route	0.755	
synthesis	EDFF count, synth	18	
critical_path	critical path depth in cells	11	
pwr	sequential fraction of design power	0.477	
pwr	Max rail drop VDD	0.156	mV
detailed_routing	final wirelength	8470	µm
global_route	total congestion overflow after global routing	0	
logic make-up (layout without fill, tap and decap cells):
family                     count (synthesis)  after routing  share of synthesized area
AOI/OAI and AO/OA                         75             75                      0.161
xor gates and xnor gates                  36             36                     0.0987
adders and majority gates                 29             29                      0.114
buffers and inverters                     39            116                     0.0497
DFF                                       47             47                      0.359
muxes                                      3              3                    0.00940
and+or+nand+nor                          130            130                      0.208
metal layers:
layer  wire length, µm  vias to the layer above  part of all wire  GRT usage
met5                 0                        -                 0          0
met4               196                        0             0.023     0.0312
met3               728                       13             0.086     0.0476
met2              3760                      111              0.44      0.249
met1              3780                     1305              0.45      0.225
li1                  -                     1441                 -          -
cell usage in the layout, fill, tap and decap left out, drive strengths merged, types with 3 or more instances in the layout:
cell type / n
clkbuf: 6
edfxtp: 18
dfxtp: 24
nand4b: 4
mux2i: 3
nor3b: 3
inv: 25
and3: 3
ha: 29
nand4: 5
a21oi: 16
nor2: 31
nand2: 38
a31oi: 4
o21ai: 16
and2: 4
dfrtp: 4
nor3: 11
a21o: 4
xor2: 12
or2: 3
buf: 3
clkdlybuf4s50: 81
xnor2: 24
a22oi: 6
nand3: 12
o21a: 4
nor4: 6
registers in the layout, summed over array words and instances, names as in the netlist:
| name | flops |
|---|---|
| bullet1x | 10 |
| bullet1y | 10 |
| bullet2x | 10 |
| bullet2y | 10 |
| curr_state | 5 |
| is_shot_1 | 1 |
| is_shot_2 | 1 |
power by group through the flow:
stage     clock network, µW  logic (µW)  registers (µW)
6_report                273         317             539
5_1_grt                 303         355             546
4_1_cts                 283         318             540
stage by stage:
stage	power, µW	hold slack [ps]	setup slack (ps)	utilization
2_1_floorplan	703	461	1530	-
3_3_place_gp	862	489	801	0.400
3_5_place_dp	865	500	756	0.400
4_1_cts	1140	523	1060	0.409
5_1_grt	1200	571	804	0.409
6_report	1130	521	1060	0.409
layout make-up:
type | count | area share
Sequential cell | 47 | 0.272
Clock inverter | 2 | 0.00386
Inverter | 24 | 0.0214
Tap cell | 136 | 0.0403
Clock buffer | 6 | 0.0172
Multi-Input combinational cell | 273 | 0.448
Timing Repair Buffer | 84 | 0.198
worst min-delay path, cell delays in order (launching register included):
cell and delay [ps]:
dfrtp_1 370, nand2_1 60, o31ai_1 60
final timing paths:
check	start	end	slack [ps]
hold reg to reg	curr_state[1]	curr_state[1]	520
setup reg to reg	bullet1x[4]	bullet1x[3]	2000
max in group asynchronous	Reset	curr_state[0]	3290
setup / recovery	sprite0xr[3]	curr_state[0]	1060
min in group asynchronous	Reset	curr_state[2]	760
hold / removal	curr_state[1]	curr_state[1]	520
Power figures rest on the tool's default switching activity, not on a simulated workload.
